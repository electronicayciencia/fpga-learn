==> flow/design.v <==
parameter WDEPTH = 16;
parameter WDSIZE = 8;
parameter RDEPTH = 16;
parameter RDSIZE = 8;
parameter ASIZE = 4;
parameter RASIZE = 4;
parameter DEPTH = 16;
parameter DSIZE = 8;
parameter ASIZE = 4;
module blink (input i_clk, output o_led);
    reg [31:0] counter = 0;
    assign o_led = counter[24];
    always @(posedge i_clk) begin
        counter <= counter + 1'b1;
    end
endmodule
==> flow/run.sh <==
#!/bin/bash
# OpenROAD 26Q1-2900-gdf79404cd8, Yosys 0.63+post, stock flow scripts
make -C /OpenROAD-flow-scripts/flow DESIGN_CONFIG=/design/flow/config.mk WORK_HOME=/design/flow/orfs finish
==> flow/config.mk <==
export PLATFORM = sky130hd
export DESIGN_NAME = blink
export DESIGN_NICKNAME = blink
export VERILOG_FILES = /design/flow/design.v
export SDC_FILE = /design/flow/constraint.sdc
export NUM_CORES = 4
export LEC_CHECK = 1
export CORE_AREA = 10 10 102 102
export DIE_AREA = 0 0 112 112
==> flow/constraint.sdc <==
current_design blink

set clk_period 5.8
set clk_io_pct 0.2

create_clock -name clk0 -period $clk_period [get_ports {i_clk}]

set non_clock_inputs [all_inputs -no_clocks]
set_input_delay [expr $clk_period * $clk_io_pct] -clock clk0 $non_clock_inputs
set_output_delay [expr $clk_period * $clk_io_pct] -clock clk0 [all_outputs]
==> run notes <==
Item: results of the latest flow run.

- The flow ran to the end, and the final reports show no timing, DRC or antenna violations.
- The static leakage power is between 0.4 and 0.5 nW.
- The count of hold-fix buffers inserted at cts is 0.
- The synth_stat.txt file lists the number of cells as ~90.
- Recorded from the global router log, the overflow total was 0.
- The top register by number of flip-flops is counter.
- TritonCTS built the clock tree.
- The synthesized netlist contains 18 unique library cells.
- The total number of warnings across the stage logs is 25.
- The slowest cell on the critical path is clkdlybuf4s50_1.
- The first-pass GRT wire length is 2440 um.
- The clock input transition at the sequential cells of the worst setup and hold paths is around 80 ps.
- The maximum achievable frequency is approximately 0.45 GHz.
- At the worst endpoint, the arrival time is 1070 ps.
- The die height is around 110 um.
- The final max-slew violation count recorded for this run is 0.
- For this sky-water flow run, the detailed-routed wirelength per cell is reported as between 6 and 7 um.
- The number of instances resized during post-cts repair is 0.
- On met2, the global router reports a usage of 0.0276.
- Summing all placed instances gives a cell area of ~1100 sq um.
- The setup TNS after final layout is 0 ps.
- The iteration tally of the first detailed-router pass is 4.
- The largest fanout on the critical path is 2.
- The floorplan step records an initial core utilization of 0.117.
- The total of flip-flops plus latches after synthesis is 25.
- The pin slew with the least headroom to its limit is 512 ps.
- Per the detail_route report, the via count comes to 602.
- The setup slack after layout is ~3600 ps.
- Of all cell types, the one taking the most synthesized area is dfxtp_1.
- The cell family contributing the most delay on the critical path is buffers and inverters.
- The root buffer cell is clkbuf_8.
- STA classifies the critical path endpoint as an output pin.
- The launch point of the worst reg-to-reg path is counter[0]$_DFF_P_.
- The post-route DRC violation count is 0.
- The placed wire-length estimate after detailed placement is approximately 900 um.
- The number of I/O port buffers is 1.
- Entering global routing, the biggest net connects 14 pins.
- The insertion delay at the late pin of the worst-skew pair is ~260 ps.
- The kind of launch point of the worst setup path is a register.
- The worst hold margin is between 400 and 500 ps.
- The standard cell core area is 8220 sq um.
- The number of diodes is 0.
- For this block, the routed nets add up to between 1000 and 1500 um of wire.
- The OpenROAD report gives the critical path a required time of ~4600 ps.
- The number of buffers on the longest clock path is 2.
- CTS added clock buffers totalling 3.
- Per the final layout report, the fraction of cells sized above drive strength 1 comes to 0.0638.
- Setup repair after global routing left no endpoint under its margin.
- Headroom to the max-slew limit came out at 0.657.
- The post-layout total power is roughly 0.27 mW.
- Sorting the synthesized cells by area gives the leading types as dfxtp_1 (52%), xor2_1 (13%), xnor2_1 (8.2%).
- The highest supply drop recorded on VDD is ~0.11 mV.
- Together, buffers and inverters on the worst path number 1.
- The share of synthesized area in the top cell type comes to 0.519.
- Synthesis produced a netlist whose cell count is about 90.
- The mapped netlist covers 963 sq um.
- The final instance area is approximately 1100 sq um.
- The worst hold-check path type is reg -> reg.
- The yosys synthesis chip area is 963 sq um.
- The final weighted congestion recorded by global placement is between 0.7 and 0.8.
- The number of placement rows is 33.
- Summed over all routing layers, the global router reports a total usage of 0.0216.
- For the finished layout, the period the worst path requires is around 2200 ps.
- The flip-flop count of the largest register after layout is 25.
- The area growth from synthesis to layout is 18.8%.
- The number of global-route vias before repair is around 550.
- met3 track demand over resource after global routing is 0.0109.
- The largest registers in the layout are counter: 25 flops.
- Per the hold report, the tightest min-delay path originates at counter[0]$_DFF_P_.
- The critical path goes through clkdlybuf4s50_1.
- Once detail routing completed, the nets flagged for antenna violations numbered 0.
- The fraction of met1 tracks used by global routing is 0.0325.
- Per the finish-stage timing summary, setup violations number 0.
- For reference, the critical path is launched at counter[24]$_DFF_P_.
- The boundary pin count is 2.
- Per the OpenROAD floorplan log, the width of the die is ~110 um.
- The yosys warning tally is 1.
- For reference, the post-synthesis area per instance comes to 10.7 sq um.
- The post-layout period usage of the worst path is 0.385.
- According to the CTS report, the clock sink count is 25.
- At the placement stage, the worst setup path has a slack of 3840 ps.
- The floorplan step defined a die boundary enclosing 12500 sq um.
- In this run the number of H-tree levels came out at 1.
- In this run the power density over the cells is roughly 240 nW/um^2.
- The DRC marker count from the first detailed-route iteration is ~43.
- The number of buffers inserted to repair setup after CTS is 0.
- Global route summary, busiest routing layer listed as met1.
- Looking at the setup timing report, the critical path kind is reg -> out.
- The number of antenna violations at the first check in global routing is 0.
- Per STA, the highest per-stage delay on the worst path measures about 460 ps.
- The fraction of the yosys area taken by sequential cells is 0.519.
- The internal reg-to-reg setup slack is around 4100 ps.
- Across the run, the number of max-cap violations was 0.
- The average via count per standard cell is ~3.0.
- The worst clock skew is 2.43 ps.
- The hold violation count in the final report is 0.
[metrics by stage]
| step | util | cells |
|---|---|---|
| after floorplan | - | 90 |
| after global placement | 0.134 | 195 |
| after detailed placement | 0.134 | 195 |
| after CTS | 0.139 | 199 |
| after global routing | 0.139 | 199 |
| final | 0.139 | 199 |
[placed cells by master (no fill, tap or decap), drive strengths merged, types with 2 or more instances in the layout]
cell type,n
nand3,7
nor3,4
nor2,5
nand2,6
and3,7
and4,2
dfxtp,25
xnor2,9
xor2,14
clkbuf,4
nand4,5
[area by class of cell]
class	instances	area (sq um)
clock buffers	4	45.0
multi-input cells	63	454
inverters	1	3.75
fillers	911	7070
well taps	105	131
flip-flops and latches	25	500
repair buffers	1	10.0
[cell usage after synthesis, drive strengths merged]
master,n
xor2,14
xnor2,9
dfxtp,25
inv,1
nor4,1
buf,1
and3,7
and4,2
nand3,7
nor2,5
nand2,6
nand4bb,1
nand3b,1
ha,1
nand4,5
nor3,4
[where the power goes]
group | switching [mW] | total [mW] | internal (mW)
clock network | 0.0501 | 0.0991 | 0.0490
logic | 0 | 0.000000230 | 0
registers | 0 | 0.171 | 0.171
total | 0.0501 | 0.270 | 0.220
[routing by layer]
metal  wire length [um]  up-vias
li1                   -      317
met1                698      281
met2                517        4
met3                 70        0
met4                  0        0
met5                  0        -
[worst register-to-register path: cells and delay by family, from the launching register on]
family / cells / cell delay, ps
AND/OR/NAND/NOR: 3 / 890
flip-flops: 1 / 360
adder cells (fa/ha/maj): 1 / 200
XOR/XNOR: 1 / 160
[cells by family after synthesis]
kind of cell / Yosys count / share of synthesized area
DFF: 25 / 0.519
buffers and inverters: 2 / 0.00908
and+or+nand+nor: 39 / 0.249
xor gates and xnor gates: 23 / 0.209
adders and majority gates: 1 / 0.0130
[path summary, 6_finish.rpt]
check	end	cells past startpoint
min	counter[0]$_DFF_P_	1
min reg2reg	counter[0]$_DFF_P_	1
max	o_led	1
max reg2reg	counter[20]$_DFF_P_	5
No activity file was given, so power comes from the tool's default toggle rates.

## run.sh

```bash
#!/bin/bash
# OpenROAD 26Q1-2900-gdf79404cd8, Yosys 0.63+post, stock flow scripts
make -C /OpenROAD-flow-scripts/flow DESIGN_CONFIG=/design/flow/config.mk WORK_HOME=/design/flow/orfs finish
```

## config.mk

```make
export PLATFORM = sky130hd
export DESIGN_NAME = memory
export DESIGN_NICKNAME = memory
export VERILOG_FILES = /design/flow/design.v
export SDC_FILE = /design/flow/constraint.sdc
export NUM_CORES = 4
export LEC_CHECK = 1
export CORE_AREA = 10 10 70 70
export DIE_AREA = 0 0 80 80
```

## constraint.sdc

```tcl
current_design memory

set clk_period 1.5
set clk_io_pct 0.2

create_clock -name clk0 -period $clk_period [get_ports {clk_i}]

set non_clock_inputs [all_inputs -no_clocks]
set_input_delay [expr $clk_period * $clk_io_pct] -clock clk0 $non_clock_inputs
set_output_delay [expr $clk_period * $clk_io_pct] -clock clk0 [all_outputs]
```

## design.v

```verilog
parameter WDEPTH = 16;
parameter WDSIZE = 8;
parameter RDEPTH = 16;
parameter RDSIZE = 8;
parameter ASIZE = 4;
parameter RASIZE = 4;
parameter DEPTH = 16;
parameter DSIZE = 8;
parameter ASIZE = 4;
module memory (
    input clk_i,
    input [3:0] addr_i,
    output reg [7:0] data_o
);
    reg [7:0] mem [15:0];
    initial begin
        mem[0]  = "P";
        mem[1]  = "r";
        mem[2]  = "o";
        mem[3]  = "b";
        mem[4]  = "a";
        mem[5]  = "n";
        mem[6]  = "d";
        mem[7]  = "o";
        mem[8]  = " ";
        mem[9]  = "U";
        mem[10] = "A";
        mem[11] = "R";
        mem[12] = "T";
        mem[13] = 0;
        mem[14] = 0;
        mem[15] = 0;
    end
    always @(posedge clk_i)
        data_o <= mem[addr_i[3:0]];
endmodule
```

==> results.yml <==
# yosys + openroad results
place:
  place.port_buffers: 11
  hpwl_um: 653
  placed_cells_incl_taps: 98
  placed_cell_area_um2: 567
  gp_congestion: 0.796
synthesis:
  top_cells_by_area: "dfxtp_1, ha_1, a211oi_2"
  ys_area_um2: 395
  synth_flops: 7
  ys_seq_frac: 0.354
  ys_cells: 40
  top_cell_area_share: 0.354
  yosysWarnings: 1
  largest_area_cell: "dfxtp_1"
  synth_cell_types: 19
  netlist_instances: 40
  synthesis.area_um2: 395
  synth_area_per_cell_um2: 9.88
clocking:
  ctsLongestPathBuffers: 2
  cts_tree: "built"
  cts_resized: 0
  post_cts_buffers: 0
  clk_pin_slew_worst_paths_ps: 50
  cts_num_sinks: 7
  htree_levels: 1
  cts_root_buf: "clkbuf_4"
  hold_buffers: 0
  numCtsBuffers: 3
min_path:
  hold_depth: 3
  holdCritStartpoint: "addr_i[3]"
  hold_end: "data_o[6]"
  hold_class: "primary input to flip-flop"
routing:
  ant_nets: 0
  vias_per_cell: 2.85
  totalWireLength_um: 761
  num_vias: 291
  route.detailed.drc: 0
  wl_per_cell_um: 7.46
  drt_first_pass_iters: 3
  antenna_cells: 0
  drtIter0Drc: 22
final_layout:
  regMostFlops: "data_o"
  instances_no_fill: 102
  top_regs: "data_o (7)"
  drive_gt1_frac: 0.232
  syn2layout_area_growth_pct: 50.3
  finalInstanceArea_um2: 594
  n_fill_cell: 399
  largest_register_ffs: 7
  combGateArea_um2: 221
  seq_area_um2: 140
floorplanning:
  die_w_um: 80
  rows: 21
  dieArea_um2: 6400
  ios: 13
  initial_core_util: 0.116
  die_y_um: 80
  coreArea_um2: 3420
power:
  powerDensity_nw_per_um2: 801
  power_mw: 0.476
  vdd_drop_max_v: 0.000131
  leakagePower_nw: 0.243
final_timing:
  hold_viol: 0
  fin_crit_ps: 1330
  whs_ps: 758
  slew_viol_final: 0
  rsz0062_at_grt: "no"
  fin_crit_sh: 0.883
  setup-violations-final: 0
  fmax_ghz: 0.755
worst_setup_path:
  startpoint: "data_o[2]"
  critPathKind: "flip-flop to primary output"
  cp_data_required_time_ps: 1200
  crit_arrival_ps: 1030
  start_kind: "flip-flop"
  path_delay_family: "buffers and inverters"
  max_stage_delay_ps: 470
  path_cells: "clkdlybuf4s50_1"
  worstPathBufferInverterCount: 1
  cp-end-kind: "primary output"
  cp_slowest_cell: "clkdlybuf4s50_1"
  cp_max_fo: 1
global_routing:
  track_usage: 0.0232
  grt_max_degree: 14
  grt_pass1_vias: 275
  antenna_found_initial: 0
  grt.overflow.total: 0
  grt_first_pass_wirelength_um: 1250
job:
  warning_count: 29
  cap_violations: 0
outcome:
  outcome: "complete, no violations"
## how the worst max path moves through the flow
stage / end / slack [ps] / cells past startpoint
CTS: data_o[2] / 150 / 1
finish: data_o[2] / 170 / 1
global route: data_o[0] / 110 / 5
## cell usage after synthesis (all sizes together)
cell type	n
dfxtp	7
ha	5
a21oi	4
a211oi	3
buf	3
nand2b	3
nor2b	3
inv	2
nor2	2
nor3	2
conb	1
mux2i	1
nand2	1
o21ai	1
o22ai	1
or2b	1
## cells by family after synthesis
kind of cell	count (synthesis)	share of synthesized area
compound gates	9	0.174
fa+ha+maj	5	0.158
other cells	1	0.00948
flops	7	0.354
mux	1	0.0253
simple gates	12	0.193
buf+inv	5	0.0854
## metrics by stage
step | worst slack (ps) | setup TNS [ps] | utilization
3_5_place_dp | -95.9 | -224 | 0.166
6_report | 175 | 0 | 0.174
3_3_place_gp | -59.3 | -109 | 0.166
2_1_floorplan | 540 | 0 | -
5_1_grt | 113 | 0 | 0.174
4_1_cts | 151 | 0 | 0.174
## power breakdown
group / internal [mW] / switching, mW / total, mW
Combinational: 0.0649 / 0.0386 / 0.104
Clock: 0.0972 / 0.0686 / 0.166
Sequential: 0.203 / 0.00379 / 0.207
## layer usage
metal,vias up,GRT usage,part of all wire
li1,163,-,-
met1,115,0.0335,0.55
met2,11,0.0265,0.34
met3,2,0.0125,0.072
met4,0,0.0106,0.032
met5,-,0,0
## layout make-up
class / count / area share
Clock buffer: 3 / 0.0379
Clock inverter: 1 / 0.00842
Tap cell: 46 / 0.0968
Multi-Input combinational cell: 28 / 0.373
Sequential cell: 7 / 0.236
Inverter: 2 / 0.0126
Timing Repair Buffer: 15 / 0.236
## cell usage in the layout (no fill, tap or decap), drive strengths merged, types with 2 or more instances in the layout
cell type and instances:
a21oi 4, a211oi 3, dfxtp 7, clkbuf 3
nor2b 3, clkdlybuf4s50 11, ha 5, nor2 2
buf 4, nor3 2, inv 2, nand2b 3
Power and IR drop assume default switching activity.

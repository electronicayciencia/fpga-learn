==> flow/design.v <==
parameter WDEPTH = 16;
parameter WDSIZE = 8;
parameter RDEPTH = 16;
parameter RDSIZE = 8;
parameter ASIZE = 4;
parameter RASIZE = 4;
parameter DEPTH = 16;
parameter DSIZE = 8;
parameter ASIZE = 4;
module counter (input clk, zero,
                output [31:0] out);
reg [31:0] counter = 0;
always @ (posedge clk) begin
	if (zero)
		counter = 0;
	else
		counter = counter + 1;
end
assign out = counter;
endmodule
==> flow/run.sh <==
#!/bin/bash
# OpenROAD 26Q1-2900-gdf79404cd8, Yosys 0.63+post, stock flow scripts
make -C /OpenROAD-flow-scripts/flow DESIGN_CONFIG=/design/flow/config.mk WORK_HOME=/design/flow/orfs finish
==> flow/config.mk <==
export PLATFORM = sky130hd
export DESIGN_NAME = counter
export DESIGN_NICKNAME = counter
export VERILOG_FILES = /design/flow/design.v
export SDC_FILE = /design/flow/constraint.sdc
export NUM_CORES = 4
export LEC_CHECK = 1
export CORE_AREA = 10 10 103 103
export DIE_AREA = 0 0 113 113
==> flow/constraint.sdc <==
current_design counter

set clk_period 4.9
set clk_io_pct 0.2

create_clock -name clk0 -period $clk_period [get_ports {clk}]

set non_clock_inputs [all_inputs -no_clocks]
set_input_delay [expr $clk_period * $clk_io_pct] -clock clk0 $non_clock_inputs
set_output_delay [expr $clk_period * $clk_io_pct] -clock clk0 [all_outputs]
==> impl_metrics.py <==
# Synthesis and PnR figures
metrics = {
    "setup_path": {
        "cp_top_family": "simple AND/OR/NAND/NOR gates",
        "reg2reg_from": "counter[2]",
        "crit_arrival_ps": 2450,
        "crit_type": "reg2reg",
        "cp_slowest_stage_delay_ps": 790,
        "crit_start": "counter[2]",
        "reg2reg_slack_ps": 2610,
        "crit_buf_inv": 0,
        "crit_path_cell_trace": "nand3_2 > or4_1 > nor4_1 > mux2_2",
        "required_ps": 5070,
        "worst_setup_path_end_kind": "flip-flop",
        "slowest_stage": "or4_1",
        "path_max_fanout": 19,
        "worstSetupStartpointType": "flip-flop",
    },
    "placed_design": {
        "placed_cell_area_mm2": 0.00189,
        "io_buffers": 33,
        "dp.cells": 298,
        "routabilityCongestion": 0.784,
        "dp_hpwl_mm": 2.68,
    },
    "logic_synthesis": {
        "synth-main-ff-cell": "dfxtp_1",
        "synth_top_area_share_pct": 43.4,
        "ys_cells": 168,
        "synthArstFlopShare_pct": 0,
        "edf_count": 0,
        "synthTopCellsByCount": "dfxtp_1 (32), a21oi_1 (17), nor2_1 (14)",
        "synth_top_cell_by_area": "dfxtp_1",
        "synth.ff_latch_count": 32,
        "ys_types": 29,
        "most_common_cell": "dfxtp_1",
        "yosysWarningCount": 1,
        "syn_area_mm2": 0.00148,
        "ys_area_mm2": 0.00148,
        "synthCells": 168,
        "syn_area_per_cell_um2": 8.78,
        "yosysSeqAreaShare_pct": 43.4,
        "yosys-top-cells-area": "dfxtp_1 (43%), or4_1 (6.1%), a21oi_1 (5.8%)",
    },
    "clock_tree": {
        "clk_latency_ps": 270,
        "cts.path.max_buffers": 2,
        "cts_tree": "done",
        "postCtsSetupBuffers": 0,
        "root_buffer": "clkbuf_8",
        "htreeDepth": 2,
        "clock_sinks": 32,
        "numCtsBuffers": 5,
        "cts_resized": 0,
        "hold_buffers": 0,
        "clk_pin_slew_ps": 60,
    },
    "flow_run": {
        "tool_warnings": 25,
        "drv_cap": 0,
    },
    "layout": {
        "final_area_mm2": 0.00196,
        "largest_register_ffs": 32,
        "fillers": 875,
        "syn2layout_area_growth_pct": 32.9,
        "drive_above_1_share_pct": 6.06,
        "stdcell_count": 303,
    },
    "floorplan": {
        "rows": 33,
        "core_mm2": 0.00830,
        "die_w_um": 113,
        "dieArea_mm2": 0.0128,
        "die_y_um": 113,
        "fp_util_pct": 17.8,
        "io_pins": 34,
    },
    "timing": {
        "slew_headroom_pct": 61.7,
        "fmax_mhz": 438,
        "max_slew.worst_pin.slew_ps": 575,
        "period_used_pct": 46.6,
        "post-route-min-period_ps": 2290,
        "finalHoldViolations": 0,
        "setup_viol": 0,
        "skew_ps": 1.39,
        "setup_tns_ps": 0,
        "drv_slew": 0,
        "rsz0062_at_grt": "no",
    },
    "grt": {
        "grt_pass1_wl_mm": 6.09,
        "grt_max_degree": 37,
        "antenna_found_initial": 0,
        "grt.overflow.total": 0,
        "grt_usage_pct": 5.66,
        "grt_pass1_vias": 1223,
    },
    "worst_hold_path": {
        "hold_class": "reg2reg",
        "min_from": "counter[0]",
    },
    "routing": {
        "wl_per_cell_um": 12.5,
        "drc": 0,
        "avgViaCountPerCell": 4.35,
        "firstDrtPassIters": 4,
        "ant_nets": 0,
        "routed_wl_mm": 3.79,
        "diodes": 0,
        "drt-initial-drc-count": 57,
        "dr_total_vias": 1319,
    },
    "run_status": {
        "status": "finished clean",
    },
    "power": {
        "power_leakage_nw": 0.563,
        "power_density_mw_per_mm2": 233,
        "ir_drop_uv": 121,
    },
}
## cell usage in the layout (no fill, tap or decap), drive strengths merged, types with 6 or more instances in the layout
cell	Yosys	layout
dfxtp	32	32
or4	13	13
o21ai	6	6
clkdlybuf4s50	0	33
nand3	9	9
or3	6	6
nor2	14	14
o31ai	11	11
a21oi	17	17
nand2	11	11
## where the power goes
part	switching [mW]	internal, mW
sequential	0.00285	0.262
combinational	0.00707	0.00681
clock	0.0865	0.0913
## metal layers
metal  GRT usage (%)  vias to the layer above  share of wire, %
li1                -                      680                 -
met1            7.25                      600                44
met2            8.99                       35                46
met3            2.46                        4               8.5
met4           0.508                        0              0.82
met5               0                        -                 0
## stage by stage
step	utilization, %	setup slack [ps]	power (mW)	hold WS (ps)
floorplan	-	2910	0.277	430
global placement	22.8	2640	0.285	455
detailed placement	22.8	2630	0.285	471
CTS	23.6	2640	0.463	490
global route	23.6	2480	0.479	534
finish	23.6	2610	0.457	484
## logic make-up (layout without fill, tap and decap cells)
family,Yosys count,in the layout,share of synthesized area [%]
AOI/OAI and AO/OA,34,34,13.4
DFF,32,32,43.4
muxes,4,4,3.05
adders and majority gates,1,1,0.848
xor gates and xnor gates,9,9,5.34
and+or+nand+nor,74,74,29.1
buffers and inverters,14,44,4.83
## worst paths after layout
path                      end  depth (start not counted)
setup / recovery  counter[21]                          4
hold / removal     counter[0]                          1
setup reg to reg  counter[21]                          4
hold reg to reg    counter[0]                          1
## final cells by class
| type | count | area [µm²] | area share, % |
|---|---|---|---|
| Multi-Input combinational cell | 122 | 763 | 38.9 |
| Sequential cell | 32 | 641 | 32.7 |
| Timing Repair Buffer | 34 | 338 | 17.2 |
| Tap cell | 105 | 131 | 6.70 |
| Clock buffer | 5 | 68.8 | 3.51 |
| Inverter | 5 | 18.8 | 0.957 |
Power is estimated from default activity; no workload was simulated.
